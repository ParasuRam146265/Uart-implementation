## flow/run.sh

```bash
#!/bin/bash
# OpenROAD 26Q1-2900-gdf79404cd8, Yosys 0.63+post, stock flow scripts
make -C /OpenROAD-flow-scripts/flow DESIGN_CONFIG=/design/flow/config.mk WORK_HOME=/design/flow/orfs finish
```

## flow/config.mk

```make
export PLATFORM = sky130hd
export DESIGN_NAME = uart_tran
export DESIGN_NICKNAME = uart_tran
export VERILOG_FILES = /design/flow/design.v
export SDC_FILE = /design/flow/constraint.sdc
export NUM_CORES = 4
export LEC_CHECK = 1
export CORE_UTILIZATION = 30
```

## flow/constraint.sdc

```tcl
current_design uart_tran

set clk_period 2.3
set clk_io_pct 0.2

create_clock -name clk0 -period $clk_period [get_ports {clk}]

set non_clock_inputs [all_inputs -no_clocks]
set_input_delay [expr $clk_period * $clk_io_pct] -clock clk0 $non_clock_inputs
set_output_delay [expr $clk_period * $clk_io_pct] -clock clk0 [all_outputs]
```

## flow/design.v

```verilog
`timescale 1ns / 1ps
module uart_rec(tx_reg,rst,clk,dout,rx_done,tick);
input tx_reg,rst,clk;
output [7:0]dout;
output rx_done,tick;
wire [7:0]dout;
reg rx_done;
parameter idle=2'b00,srt=2'b01,tra=2'b10,sp=2'b11;
wire tick;
wire [11:0]q;
reg [1:0]ns,ps;
reg [2:0]count;
reg [7:0]sbuf;
braudgenerator m1(clk,rst,q,tick);
always@(posedge clk)begin
if(rst)begin
ns=idle;
sbuf=8'hff;
end
else
ps=ns;
end
always@(*)begin
case(ps)
idle:begin
    if(tx_reg==0)
        ns=srt;
    end
srt:
    begin
    count=0;
    ns=tra;
    end
tra:
    begin
    if(tick)begin
    sbuf={tx_reg,sbuf[7:1]};
    if(count==7)begin
    ns=sp;
    end
    else
    count=count+1;
    end
    end
sp:
    begin
    if(tick)begin
    rx_done=1;
    ns=idle;
    end
    end
endcase
end
assign dout=sbuf;
endmodule
module braudgenerator(clk,rst,q,tick);
input clk,rst;
output reg [11:0]q;
output tick;
wire tick;
always@(posedge clk)begin
if((rst)||(q==2604))
q=0;
else 
q=q+1;
end
assign tick=(q==2604)?1:0;
endmodule
`timescale 1ns / 1ps
module uart_tran(clk,rst,tx_srt,din,tx_reg,tx_done);
input clk,rst,tx_srt;
input [7:0]din;
output reg tx_reg,tx_done;
parameter idle=2'b00,srt=2'b01,tra=2'b10,sp=2'b11;
wire tick;
wire [11:0]q;
reg [1:0]ns,ps;
integer count;
reg [7:0]sbuf;
braudgenerator m1(clk,rst,q,tick);
always@(posedge clk)begin
if(rst)begin
ps=idle;
tx_done=0;
end
else
ps=ns;
end
always@(*)begin
case(ps)
idle:begin
    tx_reg=1;
    if(tx_srt==1&&tx_done==0)
    ns=srt;
    end
srt:begin
    tx_reg=0;
    if(tick)begin
    sbuf=din;
    count=0;
    ns=tra;
    end
    end
tra:begin
    tx_reg=sbuf[0];
    if(tick)begin
        sbuf=sbuf>>1;
        if(count==7)begin
        count=0;
        ns=sp;
        end
        else begin
        count=count+1;
        end
    end
    end
sp:begin
   tx_reg=1;
   if(tick)begin
   tx_done=1;
   ns=idle;
   end
   end
endcase
end
endmodule
```

==> flow_metrics.py <==
# Physical implementation metrics
metrics = {
    "synthesis": {
        "synth_cell_type_count": 41,
        "synth-seq-cells": 56,
        "syn_inst": 286,
        "simple_gate_share_pct": 31.2,
        "synth-xor-area-share_pct": 8.08,
        "synth_area_um2": 2380,
        "synth_area_per_cell_um2": 8.33,
        "synthAoiAreaFrac_pct": 10.1,
        "synthTopLogicFamily": "simple AND/OR/NAND/NOR gates",
        "adder_share_pct": 3.67,
        "synth-edff-count": 0,
        "ys_warn_count": 68,
        "ys.flop_type": "dlxtn_1",
        "mux_share_pct": 3.31,
        "yosys_area_um2": 2380,
        "async_reset_ff_share_pct": 0,
        "ys_cells": 286,
    },
    "floorplanning": {
        "num_rows": 32,
        "die_w_um": 91.1,
        "fp_util_pct": 31.0,
        "die_h_um": 91.1,
        "die_area_um2": 8310,
        "core_area_um2": 7690,
        "io_pins": 13,
    },
    "clock_tree": {
        "cts_hold_buf": 0,
        "postCtsSetupRepairBufs": 0,
        "cts.root.buffer_cell": "clkbuf_8",
        "cts_tree": "built",
        "clk_pin_slew_ps": 60,
        "cts_resized": 0,
        "cts.path.max_buffers": 2,
        "cts-buffers-inserted": 3,
        "worstSkewPairLatency_ps": 240,
        "htree_levels": 1,
    },
    "detailed_routing": {
        "num_vias": 1939,
        "top_layer_used": "met4",
        "ant_nets": 0,
        "wirelength_mm": 4.45,
        "wl_met2_mm": 1.97,
        "drcViolationCount": 0,
        "via_per_inst": 4.97,
        "met1_length_mm": 2.36,
        "drtIter0Drc": 75,
        "met3_length_um": 96,
        "routedWlPerCell_um": 11.4,
        "drt_first_pass_iters": 4,
        "insertedDiodeCount": 0,
    },
    "critical_path": {
        "worstReg2RegStart": "m1.q[0]",
        "arrival_ps": 1580,
        "critical_path_required_ps": 1840,
        "end_kind": "output pin",
        "path_class": "flip-flop to output pin",
        "crit_fanout": 3,
        "setup.worst_path.start": "ps[0]",
        "cp-start-kind": "flip-flop",
    },
    "global_routing": {
        "grt_pass1_vias": 1775,
        "grt_usage_pct": 11.5,
        "antenna_found_initial": 0,
        "grt_max_degree": 41,
        "grt_remaining_overflow": 0,
        "grt_pass1_wl_mm": 8.01,
    },
    "place": {
        "io_buffer_count": 10,
        "hpwl_mm": 3.18,
        "dp_cells": 386,
        "place_area_um2": 2550,
        "pre_cts_ws_ps": 527,
        "place.gp.congestion": 0.811,
    },
    "hold_path": {
        "hold_path.class": "flip-flop to flip-flop",
        "hp-start": "m1.q[0]",
    },
    "cells_and_area": {
        "final_cell_area_um2": 2610,
        "layout_top_cells": "42 x dlxtn_1, 29 x nor2_1, 18 x a21oi_1",
        "fin_util_pct": 33.9,
        "area_growth_syn_to_layout_pct": 9.34,
        "fillers": 811,
        "mostFrequentLayoutCell": "dlxtn_1",
        "fin_cells": 390,
        "drive_above_1_share_pct": 8.33,
    },
    "pwr": {
        "clkPwrFrac_pct": 32.7,
        "seqPwrFrac_pct": 49.2,
        "pwr-share-comb_pct": 18.1,
        "powerDensity_nw_per_um2": 274,
        "finalPower_uw": 715,
        "p_leak_nw": 0.890,
        "p_sw_share_pct": 23.1,
        "p_sw_uw": 165,
        "irDropWorstVdd_uv": 177,
        "internal_power_uw": 550,
    },
    "job": {
        "maxCapViolCount": 0,
        "log.warning_count": 30,
    },
    "final_timing": {
        "final_hold_viol_count": 0,
        "tightestPinTransition_ps": 673,
        "clock_skew_ps": 2.69,
        "unclocked_regs": 42,
        "drv_slew": 0,
        "post-route-period-util_pct": 88.7,
        "untimed_endpoints": 42,
        "setup_viol": 0,
        "maxSlewHeadroom_pct": 55.1,
        "fin_crit_ps": 2040,
        "fmax_ghz": 0.490,
        "whs_ps": 477,
        "setup_ws_ps": 259,
        "rsz0062_at_grt": "no",
        "fin_tns_setup_ps": 0,
    },
    "outcome": {
        "status": "complete, no violations",
    },
}
## per-layer routing
metal / track usage (%) / vias to the layer above
met2: 18.7 / 28
li1: - / 1025
met1: 17.7 / 882
met5: 0 / -
met3: 1.28 / 4
met4: 0.529 / 0
## cell families after synthesis
kind of cell | Yosys count
compound gates | 40
other cells | 1
buf+inv | 25
mux | 7
xor+xnor | 22
fa+ha+maj | 7
flops | 14
latches | 42
simple gates | 128
## critical path: stages, from the launching register on
cell and delay (ps):
dfxtp_1 360, inv_1 70, ha_1 300, a21oi_1 120, clkdlybuf4s50_1 490
## synthesized netlist by cell type (all sizes together) (4+ instances only)
master | count | area, um2
o21ai | 7 | 35.0
nor2 | 29 | 109
nor3 | 5 | 25.0
xor2 | 13 | 114
nand4 | 16 | 128
dlxtn | 42 | 631
dfxtp | 14 | 280
inv | 10 | 37.5
mux2 | 7 | 78.8
buf | 11 | 71.3
and4 | 5 | 43.8
or4 | 12 | 93.8
nand3 | 15 | 87.6
clkbuf | 4 | 15.0
and3 | 5 | 31.3
nor4 | 7 | 43.8
ha | 7 | 87.6
or3 | 6 | 37.5
xnor2 | 9 | 78.8
o31ai | 12 | 90.1
a21oi | 19 | 98.9
nand2 | 17 | 66.3
## flip-flops by register name (all words and copies together), names as in the netlist
| signal | flops |
|---|---|
| m1.q | 12 |
| ns | 2 |
| sbuf | 8 |
| count | 32 |
| ps | 2 |
## path summary, 6_finish.rpt
| kind | endpoint | cells after the start | slack [ps] |
|---|---|---|---|
| setup reg to reg | m1.q[2] | 6 | 720 |
| hold reg to reg | m1.q[0] | 1 | 480 |
| setup / recovery | tx_reg | 4 | 260 |
| hold / removal | m1.q[0] | 1 | 480 |
## final cells by class
cell class	count	area (um2)	area share, %
multi-input combinational	205	1350	51.9
sequential	56	911	34.9
tap	102	128	4.90
timing repair buffer	13	123	4.70
clock buffer	4	55.1	2.11
inverter	10	37.5	1.44
## power groups by stage
stage	combinational, mW	sequential (mW)	clock (mW)
6_report	0.130	0.352	0.234
4_1_cts	0.133	0.352	0.240
5_1_grt	0.149	0.356	0.252
Power figures rest on the tool's default switching activity, not on a simulated workload.
