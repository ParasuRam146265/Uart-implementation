[./config.mk]
export PLATFORM = sky130hd
export DESIGN_NAME = uart_rec
export DESIGN_NICKNAME = uart_rec
export VERILOG_FILES = /design/flow/design.v
export SDC_FILE = /design/flow/constraint.sdc
export NUM_CORES = 4
export LEC_CHECK = 1
export CORE_AREA = 10 10 70 70
export DIE_AREA = 0 0 80 80
[./constraint.sdc]
current_design uart_rec

set clk_period 3.1
set clk_io_pct 0.2

create_clock -name clk0 -period $clk_period [get_ports {clk}]

set non_clock_inputs [all_inputs -no_clocks]
set_input_delay [expr $clk_period * $clk_io_pct] -clock clk0 $non_clock_inputs
set_output_delay [expr $clk_period * $clk_io_pct] -clock clk0 [all_outputs]
[./design.v]
`timescale 1ns / 1ps
module uart_rec(tx_reg,rst,clk,dout,rx_done,tick);
input tx_reg,rst,clk;
output [7:0]dout;
output rx_done,tick;
wire [7:0]dout;
reg rx_done;
parameter idle=2'b00,srt=2'b01,tra=2'b10,sp=2'b11;
wire tick;
wire [11:0]q;
reg [1:0]ns,ps;
reg [2:0]count;
reg [7:0]sbuf;
braudgenerator m1(clk,rst,q,tick);
always@(posedge clk)begin
if(rst)begin
ns=idle;
sbuf=8'hff;
end
else
ps=ns;
end
always@(*)begin
case(ps)
idle:begin
    if(tx_reg==0)
        ns=srt;
    end
srt:
    begin
    count=0;
    ns=tra;
    end
tra:
    begin
    if(tick)begin
    sbuf={tx_reg,sbuf[7:1]};
    if(count==7)begin
    ns=sp;
    end
    else
    count=count+1;
    end
    end
sp:
    begin
    if(tick)begin
    rx_done=1;
    ns=idle;
    end
    end
endcase
end
assign dout=sbuf;
endmodule
module braudgenerator(clk,rst,q,tick);
input clk,rst;
output reg [11:0]q;
output tick;
wire tick;
always@(posedge clk)begin
if((rst)||(q==2604))
q=0;
else 
q=q+1;
end
assign tick=(q==2604)?1:0;
endmodule
[./run.sh]
#!/bin/bash
# OpenROAD 26Q1-2900-gdf79404cd8, Yosys 0.63+post, stock flow scripts
make -C /OpenROAD-flow-scripts/flow DESIGN_CONFIG=/design/flow/config.mk WORK_HOME=/design/flow/orfs finish
==> ci_impl_report.md <==
## Implementation flow summary

| Metric | Value |
|---|---|
| Run status | `finished clean` |
| CP max stage delay | `approximately 490 ps` |
| Leakage | `0.000240 uW` |
| First-pass GRT wire length | `1810 um` |
| Detailed placer's ending HPWL | `between 800 and 900 um` |
| Post-synth EDFFs | `0` |
| Boundary pin count | `13` |
| Antenna violations before repair | `0` |
| Total track usage | `3.42%` |
| WL final | `between 1000 and 1500 um` |
| Final worst slack | `between 700 and 800 ps` |
| FF+latch area | `240 sq um` |
| Yosys Warn Count | `26` |
| Chip width | `80 um` |
| Yosys Instances | `around 75` |
| Largest net degree at the start of global routing | `13` |
| Setup crit start kind | `register` |
| CTS H-tree lvls | `1` |
| Max FFs per register | `12` |
| Cts bufs inserted | `3` |
| Finished Cell Area | `roughly 700 sq um` |
| Final setup fails | `0` |
| Register share after synthesis | `37.2%` |
| Final period utilization | `76.1%` |
| Critical path endpoint category | `primary output` |
| CTS resizes | `0` |
| Post-route ant nets | `0` |
| Die height | `80 um` |
| Setup repair after global routing missed its margin | `no` |
| Layout Skew | `1.24 ps` |
| Largest cells by area | `dfxtp_1 (37%), buf_4 (12%), a21oi_1 (5.4%), ha_1 (3.9%), nand3_1 (3.9%)` |
| CP arrival | `between 1500 and 2000 ps` |
| Dpl cells | `around 120` |
| CTS tree | `yes` |
| DR DRC count | `0` |
| Met3 routed WL | `about 86 um` |
| Wire length on met2 | `~470 um` |
| Clk latency late pin | `approximately 260 ps` |
| Clock transition at path regs | `70 ps` |
| Vias per cell | `4.06` |
| Worst path slowest cell | `clkdlybuf4s50_1` |
| Placed cell areas | `slightly below 700 sq um` |
| DR WL/cell | `slightly above 9 um` |
| Area Overhead vs Synth | `8.53%` |
| FF+latch count, synth | `12` |
| F_max | `424 MHz` |
| Met1 wire length | `560 um` |
| Dominant cell by count in the synthesized netlist | `dfxtp_1` |
| FP Util | `18.9%` |
| Syn avg cell area | `approximately 8.6 sq um` |
| Initial drt markers | `about 70` |
| Port bufs | `2` |
| MaxCap Viol Count | `0` |
| Synthesized cell area | `646 sq um` |
| Worst slack at placement | `about 1000 ps` |
| DR pass1 iterations | `4` |
| Peak supply drop | `0.178 mV` |
| Tightest Pin Transition | `820 ps` |
| Core Region | `approximately 3400 sq um` |
| Cells after Synth | `75` |
| Root Buffer | `clkbuf_4` |
| CP Cell Sequence | `or3_1 > nor3_1 > clkdlybuf4s50_1` |
| Rows | `21` |
| CP max FO | `7` |
| Fin. max-slew vios | `0` |
| Worst R2R Start | `m1.q[7]` |
| Hold WC Path Type | `register to register` |
| Start point of the critical path | `m1.q[7]` |
| CTS max path bufs | `2` |
| OpenROAD warnings | `27` |
| PD cells | `roughly 380 nW/um^2` |
| Hold path start | `m1.q[11]` |
| Share of layout cells above drive strength 1 | `roughly 7.7%` |
| Die ar. | `between 6000 and 7000 sq um` |
| Max Used Layer | `met4` |
| Crit path DRT | `around 2500 ps` |
| Fillers | `roughly 380` |
| Slew Limit Headroom | `between 40 and 50%` |
| TNS Setup | `0 ps` |
| Setup bufs post-CTS | `0` |
| Top cells by count, synth | `dfxtp_1 (12), buf_4 (10), a21oi_1 (7)` |
| Grt ovf | `0` |
| Setup Crit Path Kind | `register to primary output` |
| Non-filler cells in the finished layout | `124` |
| Final Total Pwr | `approximately 270 uW` |
| Antenna Cells | `0` |
| Commonest flop | `dfxtp_1` |
| Vias in the first global route | `between 300 and 400` |
| Hold_buf cts | `0` |
| Gpl congestion | `0.758` |
| DR vias | `504` |
| Dominant cell area share | `37.2%` |
| Final Hold Violating Endpoints | `0` |
| Logic area | `345 sq um` |
| Tmin final | `2360 ps` |
| Unique cell types | `21` |
| Dominant cell type by area after synthesis | `dfxtp_1` |
| Ys async rst share | `0%` |
| CTS sink count | `12` |
| YS chip area | `646 sq um` |
[cell usage in the layout, fill, tap and decap left out, drive strengths merged]
master,n
a21oi,7
clkbuf,3
clkdlybuf4s50,2
conb,9
dfxtp,12
ha,2
inv,4
nand2,4
nand3,5
nand4,4
nand4bb,1
nor2,5
nor3,1
o21ai,4
o31ai,4
or3,5
or4,3
xnor2,1
xor2,2
[through the flow]
step / hold slack [ps] / utilization [%]
after floorplan: 450 / -
after global placement: 467 / 19.9
after detailed placement: 477 / 19.9
after CTS: 487 / 20.5
after global routing: 531 / 20.5
final: 489 / 20.5
[power breakdown]
| group | internal [uW] | switching [uW] | leakage, uW |
|---|---|---|---|
| registers | 157 | 4.81 | 0.0000973 |
| logic | 5.44 | 7.18 | 0.000129 |
| clock network | 44.9 | 46.9 | 0.0000138 |
| total | 208 | 58.9 | 0.000240 |
[cells by family after synthesis]
kind of cell / after synthesis / synth area share (%)
adders and majority gates: 2 / 3.88
other: 1 / 0.581
DFF: 12 / 37.2
AOI/OAI and AO/OA: 15 / 14.0
buffers and inverters: 14 / 14.0
xor gates and xnor gates: 3 / 4.07
and+or+nand+nor: 28 / 26.4
[worst paths after layout]
| path | end | slack, ps | cells past startpoint |
|---|---|---|---|
| hold / removal | m1.q[11] | 490 | 2 |
| setup / recovery | tick | 740 | 3 |
| setup reg to reg | m1.q[3] | 1360 | 3 |
| hold reg to reg | m1.q[11] | 490 | 2 |
[worst max-delay path, delay by kind of cell, from the launching register on]
family	cells	cell delay, ps
buffers and inverters	1	490
and+or+nand+nor	2	620
DFF	1	360
[routing by layer]
layer,up-vias,global-route usage (%)
met5,-,0
met4,0,0.352
met3,2,2.05
met2,14,4.25
met1,233,5.00
li1,255,-
[cell type report]
| type | instances | area share [%] |
|---|---|---|
| multi-input combinational | 57 | 49.3 |
| sequential | 12 | 34.3 |
| tap | 46 | 8.21 |
| clock buffer | 3 | 3.21 |
| timing repair buffer | 2 | 2.86 |
| inverter | 4 | 2.14 |
Power and IR drop assume default switching activity.
